===== design/flow/config.mk =====
export PLATFORM = sky130hd
export DESIGN_NAME = adder
export DESIGN_NICKNAME = adder
export VERILOG_FILES = /design/flow/design.v
export SDC_FILE = /design/flow/constraint.sdc
export NUM_CORES = 4
export LEC_CHECK = 1
export CORE_AREA = 10 10 94 94
export DIE_AREA = 0 0 104 104

===== design/flow/constraint.sdc =====
current_design adder

set clk_period 18.1
set clk_io_pct 0.2

create_clock -name clk0 -period $clk_period

set non_clock_inputs [all_inputs -no_clocks]
set_input_delay [expr $clk_period * $clk_io_pct] -clock clk0 $non_clock_inputs
set_output_delay [expr $clk_period * $clk_io_pct] -clock clk0 [all_outputs]

===== design/flow/design.v =====
module adder(a,b,out);
input [31:0]  a,b;
output [31:0] out;
assign out=a+b;
endmodule

===== design/flow/run.sh =====
#!/bin/bash
# OpenROAD 26Q1-2900-gdf79404cd8, Yosys 0.63+post, stock flow scripts
make -C /OpenROAD-flow-scripts/flow DESIGN_CONFIG=/design/flow/config.mk WORK_HOME=/design/flow/orfs finish

==> out/metrics.csv <==
stage,metric,value,unit
status,outcome,"complete, no violations",
global_route,antenna_found_initial,0,
route,routed_wl,5810,um
sta,hold_viol,0,
place,io_buffers,96,
sta,rsz0062_at_grt,false,
place,dpl-instance-area,0.00278,mm^2
pwr,p_per_area,38.3,mW/mm^2
worst_hold_path,hp-class,in2out,
floorplanning,fp_util,0.255,
logic_synthesis,syn_area,0.00174,mm^2
route,ant_nets,0,
worst_setup_path,critical-path-max-stage-delay,0.49,ns
route,dr_wl_met3,382,um
final_layout,final_util,0.407,
route,top_layer,met3,
final_layout,clkbuf_count,0,
logic_synthesis,syn_inst,241,
worst_setup_path,path_depth,11,
sta,maxSlewHeadroom,0.644,
route,vias_per_cell,4.92,
sta,setup_violations,0,
place,routabilityCongestion,0.819,
final_layout,stdcell_area,0.00278,mm^2
route,vias,2077,
global_route,grt_usage,0.102,
worst_hold_path,min_delay_path_depth,3,
route,drcViolationCount,0,
global_route,grt_start_max_net_pins,11,
route,wl_met2,2580,um
worst_setup_path,critPathKind,in2out,
final_layout,area_growth,59.5,%
worst_setup_path,worstPathRequired,14.48,ns
worst_setup_path,endpoint_kind,output pin,
pwr,max-vdd-ir-drop,0.0000160,V
route,drt_iter0_markers,80,
route,wire_per_inst,13.8,um
logic_synthesis,ys_cells,241,
clock_tree,post-cts-setup-buffer-count,0,
floorplanning,core-area,0.00683,mm^2
sta,fmax,98.1,MHz
worst_setup_path,cp_max_fo,4,
floorplanning,ioPinCount,96,
global_route,grt_pass1_vias,2035,
logic_synthesis,ys_types,50,
route,drtPass1Iterations,6,
logic_synthesis,yosys_warnings,0,
route,wl_met1,2850,um
floorplanning,die_y,104,um
final_layout,seq_cell_count,0,
sta,hold_slack,8.28,ns
floorplanning,die_width,104,um
sta,drv_slew,0,
floorplanning,rows,30,
floorplanning,dieArea,0.0108,mm^2
worst_setup_path,worst_path_most_repeated_cell,clkdlybuf4s50_1,
worst_setup_path,arrival,6.58,ns
sta,tightest_slew,0.521,ns
final_layout,register_area,0,um^2
sta,fin_crit,10.20,ns
worst_setup_path,crit_chain,clkdlybuf4s50_1 > ha_1 > fa_1 > a21o_1 > a31o_2 > nand3_1 > o221ai_1 > a311oi_1 > o21bai_1 > xor2_1 > clkdlybuf4s50_1,
sta,fin_crit_sh,0.563,
worst_setup_path,crit_path_start_kind,input pin,
global_route,grt_pass1_wl,9670,um
final_layout,fillers,708,
job,warnings,32,
sta,setup_tns,0,ns
logic_synthesis,syn_area_per_cell,7.24,um^2
logic_synthesis,ys_seq_share,0,
job,cap_violations,0,
final_layout,drive_gt1_frac,0.0307,
clock_tree,cts.repair.resized,0,
worst_setup_path,cp_top_family,AND-OR/OR-AND gates,
pwr,p_leak,1.18,nW
route,antennaDiodeCount,0,
worst_setup_path,slowest_stage,clkdlybuf4s50_1,
place,post-dp-hpwl,5170,um
logic_synthesis,ys_chip_area,0.00174,mm^2
worst_setup_path,critPathBufInv,2,
clock_tree,ctsHoldBuffers,0,
global_route,grt-ovfl-total,0,
-- metrics by stage --
| stage | setup WS [ns] | power (mW) | std cells |
|---|---|---|---|
| 2_1_floorplan | 9.03 | 0.0513 | 241 |
| 3_3_place_gp | 7.94 | 0.108 | 422 |
| 5_1_grt | 7.70 | 0.119 | 422 |
| 6_report | 7.90 | 0.107 | 422 |
| 3_5_place_dp | 7.89 | 0.108 | 422 |
| 4_1_cts | 7.88 | 0.108 | 422 |
-- placed cells by master, fill, tap and decap left out, types with 2 or more instances in the layout --
cell type         n
nand2b_1          2
o221ai_1          2
a21oi_1          29
nand4_1           8
a21o_1           19
or2_2             3
o21bai_1          4
ha_1             31
xor2_1           15
o21a_1            2
a211oi_1          3
o311ai_1          2
nor2_1           12
o211ai_1          3
inv_1             6
a311oi_1          2
o21ai_0          13
nand3_1          10
nor3_1            4
nand2_1          18
xnor2_1          13
a31oi_1           3
mux2i_1           2
clkdlybuf4s50_1  96
-- synthesized netlist by cell type, types with 2 or more instances --
cell      count  area, um^2
o221ai_1      2        17.5
clkbuf_1      8        30.0
nor2_1       12        45.0
buf_2         2        10.0
nand2_1      18        67.6
nor3_1        4        20.0
o21ai_0      13        65.1
nand3_1      10        50.1
o211ai_1      3        22.5
a21oi_1      29         145
nand2b_1      2        12.5
a31oi_1       3        18.8
inv_1         6        22.5
a311oi_1      2        17.5
o311ai_1      2        17.5
o21a_1        2        15.0
a211oi_1      3        22.5
xor2_1       15         131
nand4_1       8        50.1
a21o_1       19         143
ha_1         31         388
o21bai_1      4        30.0
or2_2         3        18.8
xnor2_1      13         114
mux2i_1       2        20.0
-- worst min-delay path, delay by kind of cell --
family                     cells  cell delay, ns
adders and majority gates      1            0.11
buffers and inverters          2            0.93
-- final cells by class --
type                       count  area, um^2  share of cell area
tap                           96         120              0.0432
multi-input combinational    224        1680               0.603
timing repair buffer          96         961               0.345
inverter                       6        22.5             0.00810
-- layer usage --
layer	track usage	vias up
li1	-	1092
met1	0.143	918
met2	0.167	67
met3	0.0207	0
met4	0	0
met5	0	-
-- logic make-up (layout without fill, tap and decap cells) --
kind of cell             after synthesis  after routing  share of synthesized area
AND-OR/OR-AND                         97             97                      0.393
AND/OR/NAND/NOR                       65             65                      0.183
adder cells (fa/ha/maj)               32             32                      0.234
XOR/XNOR                              28             28                      0.141
buffers and inverters                 17            102                     0.0380
multiplexers                           2              2                     0.0115
-- power breakdown --
part	switching (mW)	internal [mW]	total (mW)
clock	0	0	0
sequential	0	0	0
combinational	0.0423	0.0643	0.107
-- final timing paths --
kind,endpoint,startpoint
max,out[26],a[0]
min,out[0],b[0]
Power is estimated from default activity; no workload was simulated.
