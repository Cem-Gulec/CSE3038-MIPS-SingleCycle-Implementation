`design/flow/config.mk`:
```
export PLATFORM = sky130hd
export DESIGN_NAME = alu32
export DESIGN_NICKNAME = alu32
export VERILOG_FILES = /design/flow/design.v
export SDC_FILE = /design/flow/constraint.sdc
export NUM_CORES = 4
export LEC_CHECK = 1
export CORE_UTILIZATION = 40
```
`design/flow/constraint.sdc`:
```
current_design alu32

set clk_period 19.6
set clk_io_pct 0.2

create_clock -name clk0 -period $clk_period

set non_clock_inputs [all_inputs -no_clocks]
set_input_delay [expr $clk_period * $clk_io_pct] -clock clk0 $non_clock_inputs
set_output_delay [expr $clk_period * $clk_io_pct] -clock clk0 [all_outputs]
```
`design/flow/design.v`:
```
module alu32(shamt,sum,a,b,zout,nout,gin); 
output [31:0] sum;
input [31:0] a,b;
input [4:0] shamt; 
input [2:0] gin; 
reg [31:0] sum;
reg [31:0] less;
output zout,nout;
reg zout,nout;
always @(a or b or gin)
begin
	case(gin)
	3'b011: sum=b>>shamt;	 
	3'b010: sum=a+b; 		 
	3'b110: sum=a+1+(~b);	 
	3'b111: begin less=a+1+(~b);	 
			if (less[31]) sum=1;	
			else sum=0;
		  end
	3'b000: sum=a & b;	 
	3'b001: sum=a|b;		 
	default: sum=31'bx;	
	endcase
zout=~(|sum);
nout= sum[31];
end
endmodule
```
`design/flow/run.sh`:
```
#!/bin/bash
# OpenROAD 26Q1-2900-gdf79404cd8, Yosys 0.63+post, stock flow scripts
make -C /OpenROAD-flow-scripts/flow DESIGN_CONFIG=/design/flow/config.mk WORK_HOME=/design/flow/orfs finish
```
==> impl_metrics.yaml <==
# synthesis and place-and-route metrics
outcome:
  outcome: "finished clean"
global_routing:
  grt_max_degree: 64
  grt_pass1_vias: 7653
  grt_pass1_wl_um: 45700
  grtUsageTotal: 0.339
  antenna_found_initial: 0
  grt_overflow: 0
power:
  power_leakage_nw: 3.48
  power.density_nw_per_um2: 30.6
  ir_drop_v: 0.0000133
sta:
  finalHoldViolCount: 0
  setup_violations: 0
  min_period_ns: 12.77
  fin_crit_sh: 0.652
  rsz0062_at_grt: "no"
  setup_tns_ns: 0
  slew-limit-headroom: 0.433
  hold_slack_ns: 9.03
  worstMarginPinSlew_ns: 0.839
  setup_slack_ns: 6.83
  drv_slew: 0
  fmax_ghz: 0.0783
yosys:
  synth_cell_type_count: 73
  syn_inst: 1019
  ys_cells: 1019
  avgSynthCellArea_um2: 6.91
  ys_chip_area_um2: 7040
  seq_area_frac_synth: 0
  netlist_area_um2: 7040
  ys.warnings.count: 1
floorplan:
  die_h_um: 135
  rows: 48
  pin_count: 106
  floorplan.core_util: 0.408
  die_area_um2: 18100
  core_um2: 17200
  die_w_um: 135
routing:
  drc_errors: 0
  antenna_left: 0
  initialDrtViolationCount: 990
  num_vias: 8392
  avgRoutedWirePerCell_um: 23.5
  drtPass1Iterations: 5
  antennaDiodeCount: 0
  routed_wl_um: 30400
  viasPerCell: 6.49
setup_path:
  cp_top_family: "simple AND/OR/NAND/NOR gates"
  critical_path_class: "input pin to output pin"
  cp_num_buf_inv: 3
  start_kind: "input pin"
  slowest_delay_ns: 0.66
  cpMostUsedCell: "clkdlybuf4s50_1"
  slowest_stage: "clkdlybuf4s50_1"
  worstPathArrival_ns: 8.85
  cp-end-kind: "output pin"
  required_ns: 15.68
  crit_path_cell_trace: "clkdlybuf4s50_1 > inv_1 > ha_1 > nor4_1 > nand3_1 > a2111oi_0 > nor3_1 > o41ai_1 > a41o_1 > mux2i_1 > or3_1 > nor2_1 > nand4_1 > nor3_2 > clkdlybuf4s50_1"
  critical_path.max_fanout: 8
final_layout:
  register_area_um2: 0
  clockBufferCount: 0
  fin_area_um2: 8160
  drive_above_1_share: 0.0609
  seq_cells: 0
  area_delta_synth_final_pct: 16.0
placement:
  dp_slack_ns: 6.89
  dp_hpwl_um: 24200
  io_buffers: 106
  dpl_cell_area_um2: 8160
  gp_congestion: 1.10
clock_network:
  ctsResizeCount: 0
  cts_post_setup_buffers_inserted: 0
  cts.hold.buffers_added: 0
min_path:
  hp-class: "input pin to output pin"
flow_run:
  cap_violations: 0
  warning_count: 99
per-layer routing:
| layer | wire length [um] | track usage | part of all wire |
|---|---|---|---|
| met1 | 13200 | 0.507 | 0.43 |
| met2 | 12800 | 0.489 | 0.42 |
| met3 | 3260 | 0.0728 | 0.11 |
| met4 | 1110 | 0.0955 | 0.036 |
| met5 | 0 | 0 | 0 |
synthesized netlist by cell type (all sizes together), types with 8 or more instances:
cell type / count / area [um^2]
nor4: 13 / 81.3
mux2i: 50 / 513
a21oi: 85 / 425
nand2b: 13 / 81.3
o31ai: 14 / 105
nor3: 27 / 150
ha: 99 / 1240
nand3: 25 / 125
o21ai: 55 / 275
buf: 16 / 105
xnor2: 19 / 166
nand4: 8 / 50.1
nand2: 74 / 278
a221oi: 8 / 70.1
a211oi: 30 / 225
nor2: 92 / 345
a31oi: 10 / 62.6
mux2: 15 / 176
inv: 100 / 375
a22oi: 8 / 60.1
o22ai: 21 / 131
a21o: 14 / 105
o21bai: 9 / 67.6
clkbuf: 54 / 203
nor2b: 15 / 93.8
o211ai: 19 / 143
mux4: 21 / 473
placed cells by master, fill, tap and decap left out, types with 15 or more instances in the layout:
| master | instances |
|---|---|
| o22ai_1 | 21 |
| nor2_1 | 92 |
| clkdlybuf4s50_1 | 103 |
| nand3_1 | 25 |
| mux2i_1 | 49 |
| nor2b_1 | 15 |
| a211oi_1 | 30 |
| xnor2_1 | 19 |
| o21ai_0 | 54 |
| a21oi_1 | 85 |
| nor3_1 | 24 |
| ha_1 | 99 |
| mux4_2 | 21 |
| o211ai_1 | 19 |
| nand2_1 | 74 |
| inv_1 | 99 |
through the flow:
stage / power, mW / cells / utilization
2_1_floorplan: 0.148 / 1019 / -
3_3_place_gp: 0.244 / 1293 / 0.473
3_5_place_dp: 0.242 / 1293 / 0.473
4_1_cts: 0.243 / 1293 / 0.473
5_1_grt: 0.267 / 1293 / 0.473
6_report: 0.249 / 1293 / 0.473
cell type report:
cell class | instances | area (um^2)
multi-input cells | 849 | 6360
fillers | 1745 | 9080
repair buffers | 119 | 1140
inverters | 100 | 375
well taps | 225 | 282
cell families after synthesis:
group / synth area share
buffers and inverters: 0.0971
muxes: 0.165
xor gates and xnor gates: 0.0274
AOI/OAI and AO/OA: 0.326
adders and majority gates: 0.182
and+or+nand+nor: 0.203
path summary, 6_finish.rpt:
kind | from | end | slack [ns] | cells after the start
max | b[13] | zout | 6.83 | 15
min | gin[0] | sum[16] | 9.03 | 6
report_power, final:
group          switching (mW)  internal [mW]
sequential                  0              0
combinational           0.148          0.102
clock                       0              0
total                   0.148          0.102
Power figures rest on the tool's default switching activity, not on a simulated workload.
